## ./design.v

```verilog
module pulse_expand (
    input  logic clk,
    input  logic resetb,
    input  logic pulse_in,
    output logic [2:0] pulse_expand_out
);
    always_ff @(posedge clk or negedge resetb) begin
        if (!resetb) begin
            pulse_expand_out <= '0;
        end else if (pulse_in) begin
            pulse_expand_out <= '1;   
        end else begin
            pulse_expand_out <= {pulse_expand_out[1:0], 1'b0};   
        end
    end
endmodule
module pulse_synchronizer (
    input  logic clk,
    input  logic resetb,
    input  logic d,
    output logic q
);
    logic sync_ff1, sync_ff2;
    always_ff @(posedge clk or negedge resetb) begin
        if (!resetb) begin
            sync_ff1 <= 1'b0;
        end else begin
            sync_ff1 <= d;   
        end
    end
    always_ff @(posedge clk or negedge resetb) begin
        if (!resetb) begin
            sync_ff2 <= 1'b0;
        end else begin
            sync_ff2 <= sync_ff1;  
        end
    end	
    assign q = sync_ff2;
endmodule
module pulse_cleaner (
    input  logic clk,
    input  logic resetb,
    input  logic pulse_in,
    output logic pulse_out
);
    logic pulse_in_d;
    always_ff @(posedge clk or negedge resetb) begin
        if (!resetb) begin
            pulse_in_d <= 1'b0;
        end else begin
            pulse_in_d <= pulse_in;  
        end
    end
    assign pulse_out = pulse_in & ~pulse_in_d;  
endmodule
module pulse_sync1 (
    input  logic clka,
    input  logic resetb_a,
    input  logic clkb,
    input  logic resetb_b,
    input  logic pulse_in,
    output logic pulse_out
);
    logic sync_out;
    logic pulse_cleaned;
    pulse_synchronizer sync_inst (.clk(clkb),.resetb(resetb_b),.d(pulse_in),.q(sync_out));
    pulse_cleaner cleaner_inst (.clk(clkb),.resetb(resetb_b),.pulse_in(sync_out),.pulse_out(pulse_cleaned));
	assign pulse_out = pulse_cleaned;
endmodule
module pulse_sync2 (
    input  logic clka,
    input  logic resetb_a,
    input  logic clkb,
    input  logic resetb_b,
    input  logic pulse_in,
    output logic pulse_out
);
    logic [2:0] pulse_in_expand;
    logic pulse_in_sync_b;
    pulse_expand i_pulse_expand (
        .clk            (clka),
        .resetb         (resetb_a),
        .pulse_in       (pulse_in),
        .pulse_expand_out(pulse_in_expand)
    );
    pulse_synchronizer i_pulse_synchronizer (
        .clk            (clkb),
        .resetb         (resetb_b),
        .d       (pulse_in_expand[2]),
        .q (pulse_in_sync_b)
    );
    pulse_cleaner i_pulse_cleaner (
        .clk            (clkb),
        .resetb         (resetb_b),
        .pulse_in       (pulse_in_sync_b),
        .pulse_out      (pulse_out)
    );
endmodule
module pulse_sync3 (
    input  logic clka,
    input  logic resetb_a,
    input  logic clkb,
    input  logic resetb_b,
    input  logic pulse_in,
    output logic pulse_out
);
    logic request_clka;        
    logic request_sync_clkb;   
    logic ack_clkb;            
    logic ack_sync_clka;       
    always_ff @(posedge clka or negedge resetb_a) begin
        if (~resetb_a) begin
            request_clka <= 1'b0;
        end else if (pulse_in) begin
            request_clka <= 1'b1;  
        end else if (ack_sync_clka) begin
            request_clka <= 1'b0;  
        end
    end
    pulse_synchronizer  sync_request_to_clkb (.clk(clkb),.resetb(resetb_b),.d(request_clka),.q(request_sync_clkb));
    always_ff @(posedge clkb or negedge resetb_b) begin
        if (~resetb_b) begin
            pulse_out <= 1'b0;
        end else begin
            if (request_sync_clkb & ~ack_clkb) begin
                pulse_out <= 1'b1;
            end else begin
                pulse_out <= 1'b0;
            end
        end
    end
    always_ff @(posedge clkb or negedge resetb_b) begin
        if (~resetb_b) begin
            ack_clkb <= 1'b0;
        end else begin
            if (request_sync_clkb & ~ack_clkb) begin
                ack_clkb <= 1'b1;  
            end else begin
                ack_clkb <= request_sync_clkb;  
            end
        end
    end	
    pulse_synchronizer sync_ack_to_clka (.clk(clka),.resetb(resetb_a),.d(ack_clkb),.q(ack_sync_clka));
endmodule
```

## ./run.sh

```bash
#!/bin/bash
# OpenROAD 26Q1-2900-gdf79404cd8, Yosys 0.63+post, stock flow scripts
make -C /OpenROAD-flow-scripts/flow DESIGN_CONFIG=/design/flow/config.mk WORK_HOME=/design/flow/orfs finish
```

## ./config.mk

```make
export PLATFORM = sky130hd
export DESIGN_NAME = pulse_sync3
export DESIGN_NICKNAME = pulse_sync3
export VERILOG_FILES = /design/flow/design.v
export SDC_FILE = /design/flow/constraint.sdc
export NUM_CORES = 4
export LEC_CHECK = 1
export CORE_AREA = 10 10 70 70
export DIE_AREA = 0 0 80 80
```

## ./constraint.sdc

```tcl
current_design pulse_sync3

set clk_period 1.0
set clk_io_pct 0.2

create_clock -name clk0 -period $clk_period [get_ports {clka}]
create_clock -name clk1 -period $clk_period [get_ports {clkb}]

set non_clock_inputs [all_inputs -no_clocks]
set_input_delay [expr $clk_period * $clk_io_pct] -clock clk0 $non_clock_inputs
set_output_delay [expr $clk_period * $clk_io_pct] -clock clk0 [all_outputs]
```

==> results_tabular.tex <==
% Generated from flow reports
\begin{tabular}{lr}
\hline
Metric & Value \\
\hline
\multicolumn{2}{l}{\textbf{Placement}} \\
Final Wtd Congestion & 0.5824 \\
Count of port buffers added during placement & 4 \\
Dpl cell area & 290.3 sq um \\
Detailed Place HPWL & 287.4 microns \\
\multicolumn{2}{l}{\textbf{GRT}} \\
Total Routing Usage GR & 1.489\% \\
Aggregate global routing overflow & 0 \\
Number of global-route vias before repair & 178 \\
Pin count of the biggest net entering global routing & 5 \\
Initial antenna violation count & 0 \\
First-pass GRT wire length & 690 microns \\
\multicolumn{2}{l}{\textbf{Clock tree}} \\
Clock-pin slew reported for the worst setup and hold paths after clock tree synthesis & 40 ps \\
Number of sinks on the clock net & 7 \\
Buffers inserted during post-CTS setup optimization & 0 \\
CTS tree & yes \\
\multicolumn{2}{l}{\textbf{Critical path}} \\
Reg2reg path depth & 1 \\
Critical register-to-register path endpoint & request\_clka \\
CP endpoint kind & output port \\
Cell family with most CP delay & flip-flops \\
Data required time of the critical path & 800 ps \\
Slack of the worst reg-to-reg path & 370 ps \\
Critical-path cell with the highest stage delay & sky130\_fd\_sc\_hd\_\_dfrtp\_1 \\
Arrival time at the worst endpoint & 720 ps \\
Launching element type of the critical path & register \\
Largest stage delay on the critical path & 370 ps \\
Critical register-to-register path startpoint & request\_clka \\
Buf+Inv Stages, Crit Path & 1 \\
Type of the worst setup path & register to output port \\
Critical Path, Cell by Cell & buf\_2 \\
Top fanout value on the critical path & 1 \\
\multicolumn{2}{l}{\textbf{Logic synthesis}} \\
Number of cells in Yosys stat & 11 \\
Post-Synthesis Mean Instance Area & 17.86 sq um \\
Cell count after synthesis & 11 \\
Yosys synthesis chip area & 196.4 sq um \\
FF+latch count, synth & 7 \\
Post-synth design cell area & 196.4 sq um \\
Synth Seq Share & 89.17\% \\
Warnings from Yosys & 2 \\
Synth cell types & 5 \\
\multicolumn{2}{l}{\textbf{Floorplan}} \\
Site row count & 21 \\
Die Y-Extent & 80 microns \\
Initial Util & 5.751\% \\
Chip footprint & 6400 sq um \\
\# IOs & 6 \\
Overall die width & 80 microns \\
Core area & 3416 sq um \\
\multicolumn{2}{l}{\textbf{Worst hold path}} \\
Hold/Removal Path Class & input port to async pin \\
\multicolumn{2}{l}{\textbf{Routing}} \\
DR vias & 111 \\
Number of DRC violations after detailed-routing iteration 0 & 0 \\
Post-detailed-route wirelength per cell & 6.015 microns \\
DR pass1 iterations & 1 \\
Wire length reported by the detailed router & 403 microns \\
Routed Antenna Nets & 0 \\
Residual DRC count & 0 \\
Vias per cell & 1.657 \\
Number of diodes added for antenna fixing & 0 \\
\multicolumn{2}{l}{\textbf{Status}} \\
Run status & finished, final reports clean \\
\multicolumn{2}{l}{\textbf{Run}} \\
Maxcap violations & 0 \\
Number of warnings the tools reported & 26 \\
\multicolumn{2}{l}{\textbf{Pwr}} \\
Static leakage power & 0.1391 nW \\
Power density of the placed cells & 2246 nW/um\^{}2 \\
Worst IR Drop VDD & 0.5841 mV \\
\multicolumn{2}{l}{\textbf{Final layout}} \\
Synthesis-to-layout area growth & 70.06\% \\
Share of cells above drive strength 1 & 33.33\% \\
Summed area of non-filler cells in the final layout & 334.1 sq um \\
\multicolumn{2}{l}{\textbf{Final timing}} \\
Final setup violation count & 0 \\
Hold slack final & 146.3 ps \\
Worst slew margin & 87.78\% \\
Clock tree skew after final layout & 3.400 ps \\
RSZ-0062 raised after global routing & no \\
Final hold viol count & 0 \\
Total Negative Setup Slacks & 0 ps \\
Pin slew with the least headroom to its limit & 182.7 ps \\
Slew Viols, Final & 0 \\
\hline
\end{tabular}
## stage by stage
step | instances | util [%] | worst slack (ps) | total power, mW
6_report | 67 | 9.780 | 76.40 | 0.7504
5_1_grt | 67 | 9.780 | 53.15 | 0.8016
4_1_cts | 67 | 9.780 | 68.74 | 0.7766
3_5_place_dp | 60 | 8.498 | -3.858 | 0.3465
3_3_place_gp | 60 | 8.498 | -5.729 | 0.3443
2_1_floorplan | 11 | - | 391.1 | 0.3214
## where the power goes
part / switching [mW] / internal [mW]
sequential: 0.00806 / 0.306
clock: 0.128 / 0.284
combinational: 0.00840 / 0.0161
## worst max path at each step
stage | startpoint | endpoint | slack (ps) | cells past startpoint
4_1_cts | pulse_out | pulse_out | 70 | 1
5_1_grt | pulse_out | pulse_out | 50 | 1
6_report | pulse_out | pulse_out | 80 | 1
## flip-flops by register name (all words and copies together), names as in the netlist
signal and cells:
ack_clkb 1, pulse_out 1, request_clka 1, sync_ack_to_clka.sync_ff1 1
sync_ack_to_clka.sync_ff2 1, sync_request_to_clkb.sync_ff1 1, sync_request_to_clkb.sync_ff2 1
## layout make-up
class	instances	area [sq um]
Timing Repair Buffer	4	35.03
Multi-Input combinational cell	2	13.76
Sequential cell	7	175.2
Clock buffer	7	48.80
Fill cell	402	3082
Tap cell	46	57.56
Inverter	1	3.754
## cells by family after synthesis
group | after synthesis | synth area share, %
DFF | 7 | 89.17
AOI/OAI and AO/OA | 1 | 3.823
and+or+nand+nor | 1 | 3.187
buffers and inverters | 2 | 3.818
## cell usage in the layout, fill, tap and decap left out
cell and instances:
sky130_fd_sc_hd__dfrtp_1 7, sky130_fd_sc_hd__clkbuf_4 6, sky130_fd_sc_hd__clkdlybuf4s50_1 3, sky130_fd_sc_hd__inv_1 1
sky130_fd_sc_hd__a21o_1 1, sky130_fd_sc_hd__nor2b_1 1, sky130_fd_sc_hd__clkbuf_1 1, sky130_fd_sc_hd__buf_2 1
## layer usage
| layer | vias up | global-route usage (%) | routed length (microns) |
|---|---|---|---|
| met5 | - | 0 | 0 |
| met4 | 0 | 1.232 | 19 |
| met3 | 2 | 1.705 | 49 |
| met2 | 8 | 1.284 | 122 |
| met1 | 49 | 1.752 | 211 |
| li1 | 52 | - | - |
## repair_timing
item,4_1_cts,5_1_grt
endpoints found under the setup margin,1,0
resized,3,0
hold buffers,0,0
## Yosys cell counts
library cell | count | share of area (%)
sky130_fd_sc_hd__nor2b_1 | 1 | 3.2
sky130_fd_sc_hd__inv_1 | 1 | 1.9
sky130_fd_sc_hd__a21o_1 | 1 | 3.8
sky130_fd_sc_hd__clkbuf_1 | 1 | 1.9
sky130_fd_sc_hd__dfrtp_1 | 7 | 89
No activity file was given, so power comes from the tool's default toggle rates.
