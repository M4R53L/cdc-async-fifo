[flow/run.sh]
#!/bin/bash
# OpenROAD 26Q1-2900-gdf79404cd8, Yosys 0.63+post, stock flow scripts
make -C /OpenROAD-flow-scripts/flow DESIGN_CONFIG=/design/flow/config.mk WORK_HOME=/design/flow/orfs finish
[flow/config.mk]
export PLATFORM = sky130hd
export DESIGN_NAME = sync_bridge
export DESIGN_NICKNAME = sync_bridge
export VERILOG_FILES = /design/flow/design.v
export SDC_FILE = /design/flow/constraint.sdc
export NUM_CORES = 4
export LEC_CHECK = 1
export CORE_UTILIZATION = 40
[flow/constraint.sdc]
current_design sync_bridge

set clk_period 1.2
set clk_io_pct 0.2

create_clock -name clk0 -period $clk_period [get_ports {clka}]
create_clock -name clk1 -period $clk_period [get_ports {clkb}]

set non_clock_inputs [all_inputs -no_clocks]
set_input_delay [expr $clk_period * $clk_io_pct] -clock clk0 $non_clock_inputs
set_output_delay [expr $clk_period * $clk_io_pct] -clock clk0 [all_outputs]
[flow/design.v]
module async_fifo #(
    parameter DATA_WIDTH = 8,
    parameter ADDR_WIDTH = 4
)(
    input  logic                  wr_clk,
    input  logic                  wr_resetb,
    input  logic                  wr_en,
    input  logic [DATA_WIDTH-1:0] din,
    output logic                  full,
    input  logic                  rd_clk,
    input  logic                  rd_resetb,
    input  logic                  rd_en,
    output logic [DATA_WIDTH-1:0] dout,
    output logic                  empty
);
    localparam PTR_WIDTH = ADDR_WIDTH + 1;
    logic [DATA_WIDTH-1:0] mem [0:(1<<ADDR_WIDTH)-1];
    logic [PTR_WIDTH-1:0] wr_ptr_bin;
    logic [PTR_WIDTH-1:0] wr_ptr_bin_next;
    logic [PTR_WIDTH-1:0] wr_ptr_gray;
    logic [PTR_WIDTH-1:0] rd_ptr_bin;
    logic [PTR_WIDTH-1:0] rd_ptr_bin_next;
    logic [PTR_WIDTH-1:0] rd_ptr_gray;
    logic [PTR_WIDTH-1:0] rd_ptr_gray_w2r;   
    logic [PTR_WIDTH-1:0] wr_ptr_gray_r2w;   
    logic [PTR_WIDTH-1:0] rd_ptr_bin_w2r;
    logic [PTR_WIDTH-1:0] wr_ptr_bin_r2w;
    always_ff @(posedge wr_clk or negedge wr_resetb) begin
        if (!wr_resetb)
            wr_ptr_bin <= '0;
        else if (wr_en & ~full)
            wr_ptr_bin <= wr_ptr_bin + 1;
    end
    bin2gray #(.WIDTH(PTR_WIDTH)) u_bin2gray_wr (
        .bin(wr_ptr_bin),
        .gray(wr_ptr_gray)
    );
    always_ff @(posedge wr_clk) begin
        if (wr_en & ~full) begin
            mem[wr_ptr_bin[ADDR_WIDTH-1:0]] <= din;
        end
    end
    dff_sync #(.WIDTH(PTR_WIDTH)) sync_rd_ptr_to_wr_1 (
        .clk    (wr_clk),
        .resetb (wr_resetb),
        .d      (rd_ptr_gray),
        .q      (wr_ptr_gray_r2w)
    );
    gray2bin #(.WIDTH(PTR_WIDTH)) u_gray2bin_rd_in_wr (
        .gray (wr_ptr_gray_r2w),
        .bin (wr_ptr_bin_r2w)
    );
    assign full = (
        (wr_ptr_gray == {~wr_ptr_gray_r2w[PTR_WIDTH-1:PTR_WIDTH-2],
                          wr_ptr_gray_r2w[PTR_WIDTH-3:0]})
    );
    always_ff @(posedge rd_clk or negedge rd_resetb) begin
        if (!rd_resetb)
            rd_ptr_bin <= '0;
        else if (rd_en & ~empty)
            rd_ptr_bin <= rd_ptr_bin + 1;
    end
    bin2gray #(.WIDTH(PTR_WIDTH)) u_bin2gray_rd (
        .bin(rd_ptr_bin),
        .gray(rd_ptr_gray)
    );
    always_ff @(posedge rd_clk or negedge rd_resetb) begin
        if (!rd_resetb) begin
            dout <= {DATA_WIDTH{1'b0}};  
        end else if ((rd_en & (~empty)) == 1'b1) begin
            dout <= mem[rd_ptr_bin[ADDR_WIDTH-1:0]];  
        end else begin
            dout <= {DATA_WIDTH{1'b0}}; 
        end
    end
    dff_sync #(.WIDTH(PTR_WIDTH)) sync_wr_ptr_to_rd_1 (
        .clk    (rd_clk),
        .resetb (rd_resetb),
        .d      (wr_ptr_gray),
        .q      (rd_ptr_gray_w2r)
    );
    gray2bin #(.WIDTH(PTR_WIDTH)) u_gray2bin_wr_in_rd (
        .gray (rd_ptr_gray_w2r),
        .bin (rd_ptr_bin_w2r)
    );
    assign empty = (rd_ptr_gray == rd_ptr_gray_w2r);
endmodule
module bin2gray #(parameter WIDTH = 4) (
    input  [WIDTH-1:0] bin,
    output [WIDTH-1:0] gray
);
    assign gray = bin ^ (bin >> 1);
endmodule
module gray2bin #(parameter WIDTH = 4) (
    input  logic [WIDTH-1:0] gray,
    output logic [WIDTH-1:0] bin
);
    genvar i;
    generate
        for (i = 0; i < WIDTH; i = i + 1) begin : gen_gray2bin
            if (i == WIDTH - 1) begin
                always_comb bin[i] = gray[i];
            end else begin
                always_comb bin[i] = bin[i + 1] ^ gray[i];
            end
        end
    endgenerate
endmodule
`timescale 1ps / 1ps
module  dff_sync #(WIDTH = 1) (
			     input  logic               clk,
			     input  logic               resetb,
			     input  logic [WIDTH-1:0]   d,
			     output logic [WIDTH-1:0]   q
			     );
  logic [WIDTH-1:0] q1;
  logic [WIDTH-1:0] q2;
  logic [WIDTH-1:0] rand_delay;
  logic [WIDTH-1:0] rand_flop;
  logic [WIDTH-1:0] d_delayed;
  always_ff @ (posedge clk or negedge resetb)
    if (~resetb)
      rand_flop <= '0;
    else
      rand_flop <= d;
  always
    begin
      #5ns;
      rand_delay = $random;
      for (int i = 0; i<WIDTH; i=i+1)
	d_delayed[i] = rand_delay[i] ? rand_flop[i] : d[i];
    end
  always_ff @ (posedge clk or negedge resetb)
    if (~resetb)
      begin
	q1 <= '0;
	q2 <= '0;
      end
    else
      begin
	q1 <= d_delayed;
	q2 <= q1;
      end
  assign q = q2;
endmodule
module pulse_expand (
    input  logic clk,
    input  logic resetb,
    input  logic pulse_in,
    output logic [2:0] pulse_expand_out
);
    always_ff @(posedge clk or negedge resetb) begin
        if (!resetb) begin
            pulse_expand_out <= '0;
        end else if (pulse_in) begin
            pulse_expand_out <= '1;   
        end else begin
            pulse_expand_out <= {pulse_expand_out[1:0], 1'b0};   
        end
    end
endmodule
module pulse_synchronizer (
    input  logic clk,
    input  logic resetb,
    input  logic d,
    output logic q
);
    logic sync_ff1, sync_ff2;
    always_ff @(posedge clk or negedge resetb) begin
        if (!resetb) begin
            sync_ff1 <= 1'b0;
        end else begin
            sync_ff1 <= d;   
        end
    end
    always_ff @(posedge clk or negedge resetb) begin
        if (!resetb) begin
            sync_ff2 <= 1'b0;
        end else begin
            sync_ff2 <= sync_ff1;  
        end
    end	
    assign q = sync_ff2;
endmodule
module pulse_cleaner (
    input  logic clk,
    input  logic resetb,
    input  logic pulse_in,
    output logic pulse_out
);
    logic pulse_in_d;
    always_ff @(posedge clk or negedge resetb) begin
        if (!resetb) begin
            pulse_in_d <= 1'b0;
        end else begin
            pulse_in_d <= pulse_in;  
        end
    end
    assign pulse_out = pulse_in & ~pulse_in_d;  
endmodule
module pulse_sync1 (
    input  logic clka,
    input  logic resetb_a,
    input  logic clkb,
    input  logic resetb_b,
    input  logic pulse_in,
    output logic pulse_out
);
    logic sync_out;
    logic pulse_cleaned;
    pulse_synchronizer sync_inst (.clk(clkb),.resetb(resetb_b),.d(pulse_in),.q(sync_out));
    pulse_cleaner cleaner_inst (.clk(clkb),.resetb(resetb_b),.pulse_in(sync_out),.pulse_out(pulse_cleaned));
	assign pulse_out = pulse_cleaned;
endmodule
module pulse_sync2 (
    input  logic clka,
    input  logic resetb_a,
    input  logic clkb,
    input  logic resetb_b,
    input  logic pulse_in,
    output logic pulse_out
);
    logic [2:0] pulse_in_expand;
    logic pulse_in_sync_b;
    pulse_expand i_pulse_expand (
        .clk            (clka),
        .resetb         (resetb_a),
        .pulse_in       (pulse_in),
        .pulse_expand_out(pulse_in_expand)
    );
    pulse_synchronizer i_pulse_synchronizer (
        .clk            (clkb),
        .resetb         (resetb_b),
        .d       (pulse_in_expand[2]),
        .q (pulse_in_sync_b)
    );
    pulse_cleaner i_pulse_cleaner (
        .clk            (clkb),
        .resetb         (resetb_b),
        .pulse_in       (pulse_in_sync_b),
        .pulse_out      (pulse_out)
    );
endmodule
module pulse_sync3 (
    input  logic clka,
    input  logic resetb_a,
    input  logic clkb,
    input  logic resetb_b,
    input  logic pulse_in,
    output logic pulse_out
);
    logic request_clka;        
    logic request_sync_clkb;   
    logic ack_clkb;            
    logic ack_sync_clka;       
    always_ff @(posedge clka or negedge resetb_a) begin
        if (~resetb_a) begin
            request_clka <= 1'b0;
        end else if (pulse_in) begin
            request_clka <= 1'b1;  
        end else if (ack_sync_clka) begin
            request_clka <= 1'b0;  
        end
    end
    pulse_synchronizer  sync_request_to_clkb (.clk(clkb),.resetb(resetb_b),.d(request_clka),.q(request_sync_clkb));
    always_ff @(posedge clkb or negedge resetb_b) begin
        if (~resetb_b) begin
            pulse_out <= 1'b0;
        end else begin
            if (request_sync_clkb & ~ack_clkb) begin
                pulse_out <= 1'b1;
            end else begin
                pulse_out <= 1'b0;
            end
        end
    end
    always_ff @(posedge clkb or negedge resetb_b) begin
        if (~resetb_b) begin
            ack_clkb <= 1'b0;
        end else begin
            if (request_sync_clkb & ~ack_clkb) begin
                ack_clkb <= 1'b1;  
            end else begin
                ack_clkb <= request_sync_clkb;  
            end
        end
    end	
    pulse_synchronizer sync_ack_to_clka (.clk(clka),.resetb(resetb_a),.d(ack_clkb),.q(ack_sync_clka));
endmodule
module sync_bridge (
    input logic clka,
    input logic [7:0] din_clka,
    input logic data_valid_clka,
	output logic data_req_clka,
    input logic clkb,
    input logic resetb_clkb,
    input logic data_req_clkb,
	output logic data_valid_clkb,
    output logic [7:0] dout_clkb
);
	logic resetb_clka;
    dff_sync #(.WIDTH(1)) reset_sync (
        .clk(clka),
        .resetb(resetb_clkb),
        .d(1'b1),
        .q(resetb_clka)
    );
    logic fifo_full, fifo_empty;
    async_fifo fifo (
        .wr_clk(clka),
        .wr_resetb(resetb_clka),
        .wr_en(data_valid_clka),
        .din(din_clka),
        .full(fifo_full),
        .rd_clk(clkb),
        .rd_resetb(resetb_clkb),
        .rd_en(1'b1),
        .dout(dout_clkb),
        .empty(fifo_empty)
    );
    logic sync_data_req_clkb;
    dff_sync #(.WIDTH(1)) sync_data_req (
        .clk(clka),
        .resetb(resetb_clka),
        .d(data_req_clkb),
        .q(sync_data_req_clkb)
    );
    pulse_cleaner cleaner_inst (.clk(clka),
								.resetb(resetb_clka),
								.pulse_in(sync_data_req_clkb),
								.pulse_out(data_req_clka));
    always_ff @(posedge clkb or negedge resetb_clkb) begin
        if (~resetb_clkb) begin
            data_valid_clkb <= 0;
        end else begin
            data_valid_clkb <= (~fifo_empty);
        end
    end
endmodule
==> summary.txt <==
number of cells in Yosys stat - 316
Worst-path clk slew - 60 ps
CTS tree - built
Switching Fraction - 0.311
cell-internal power - 16.3 mW
vias - 3261
maxcap violations - 0
final setup margin - -801 ps
Psw - 7.35 mW
die width - 130 um
unrepaired setup endpoints after global routing - true
Top cell area share - 0.587
core area - 0.0159 mm2
Buffers on Ports - 21
antenna violations before repair - 0
worst min path class - input port to asynchronous set/reset pin
worst vdd ir - 1330 uV
number of enable flip-flop cells - 128
status - finished with violations
cell at the slowest stage of the critical path - dfrtp_2
CP Capture Type - flip-flop
Congestion Overflow GR - 0
DR pass1 iterations - 4
Leak - 3.10 nW
Tot GR Track Use - 0.191
ANT nets after route - 0
Syn Inst Count - 316
CP arrival - 2170 ps
yosys stat area - 0.00655 mm2
top cells, area - edfxtp_1 (59%), dfrtp_1 (17%), mux4_2 (11%)
Gate power share - 0.388
I/O pins - 23
DRC - 0
sequential share of the synthesized area - 0.755
Yosys reg bits - 172
first-pass GRT wire length - 21.0 mm
sequential power share - 0.346
Synth area leader - edfxtp_1
CP startpoint kind - flip-flop
cell area after synthesis - 0.00655 mm2
RD Place Congestion - 0.808
1st-iter DRT viols - 215
Distinct cells, synth - 32
Hold Violations, Final - 0
Avg Cell Area, Syn - 20.7 um2
WP data required - 1370 ps
Post-Place Setup Slack - -831 ps
FP Util - 0.411
Largest stage delay, worst path - 440 ps
clock skew - 8.19 ps
synthesis-to-finish area growth - 32.7%
async set-reset flop share out of synthesis - 0.256
cells along the critical path - ha_4, xor2_4, nor4_4, a21boi_2, buf_12, and3_4
Yosys Warn Count - 12
layout cells sized above 1 - 0.491
largest net degree at the start of global routing - 27
cell row count - 46
Vias/cell - 5.08
crit-path max FO - 12
routed len/inst - 21.1 um
main flop type - edfxtp_1
CP Class - flip-flop to flip-flop
DPL Wire Length - 8.72 mm
Die Size - 0.0169 mm2
violated checks - setup timing
Sink Count - 172
Hold Buf Count CTS - 0
die height - 130 um
count leader, synth - edfxtp_1
max-slew violations - 0
Power Density - 2720 mW/mm2
Diodes inserted - 0
setup violators final - 148
final wirelength - 13.5 mm
vias in the first global route - 3655
top cells by count, synth - edfxtp_1 (128), dfrtp_1 (44), mux4_2 (32)
tool warnings - 35
Clock Power Share - 0.266
Tot Pwr - 23.6 mW
## cells by family (layout without fill, tap and decap cells)
group	after synthesis	after routing	synth area share
simple gates	36	36	0.0409
other cells	1	1	0.000572
fa+ha+maj	12	12	0.0229
mux	34	34	0.114
buf+inv	18	128	0.0147
xor+xnor	20	20	0.0302
compound gates	23	23	0.0220
flops	172	172	0.755
## cell type report
| type | count | area (um2) |
|---|---|---|
| clock inverters | 15 | 196 |
| multi-input cells | 126 | 1870 |
| repair buffers | 88 | 885 |
| flip-flops and latches | 172 | 4950 |
| fillers | 1200 | 7250 |
| clock buffers | 20 | 500 |
| inverters | 5 | 18.8 |
| well taps | 216 | 270 |
## path summary, 6_finish.rpt
| path | from | slack, ps | cells past startpoint | end |
|---|---|---|---|---|
| max | fifo.wr_ptr_bin[2]$_DFFE_PN0P_ | -800 | 6 | fifo.mem[10][6]$_DFFE_PP_ |
| min | resetb_clkb | 180 | 2 | reset_sync.q1$_DFF_PN0_ |
| max reg2reg | fifo.wr_ptr_bin[2]$_DFFE_PN0P_ | -800 | 6 | fifo.mem[10][6]$_DFFE_PP_ |
| min reg2reg | reset_sync.q2$_DFF_PN0_ | 210 | 1 | fifo.sync_rd_ptr_to_wr_1.q2[0]$_DFF_PN0_ |
| max in group clk1 | fifo.rd_ptr_bin[2]$_DFFE_PN0P_ | -650 | 5 | fifo.rd_ptr_bin[1]$_DFFE_PN0P_ |
| max in group asynchronous | resetb_clkb | 700 | 2 | fifo.rd_ptr_bin[2]$_DFFE_PN0P_ |
| min in group clk0 | data_req_clkb | 280 | 1 | sync_data_req.q1$_DFF_PN0_ |
| min in group clk1 | fifo.sync_wr_ptr_to_rd_1.q1[4]$_DFF_PN0_ | 350 | 0 | fifo.sync_wr_ptr_to_rd_1.q2[4]$_DFF_PN0_ |
## worst max-delay path: cells and delay by family (launching register included)
family                   cells  cell delay, ps
adder cells (fa/ha/maj)      1             270
AND/OR/NAND/NOR              2             580
buffers and inverters        1             170
XOR/XNOR                     1             160
flip-flops                   1             440
AND-OR/OR-AND                1             130
## cell usage in the layout (no fill, tap or decap), types with 3 or more instances in the layout
master | synthesis | layout
clkdlybuf4s50_1 | 0 | 11
inv_6 | 0 | 4
clkbuf_16 | 0 | 21
buf_6 | 2 | 6
dfrtp_2 | 0 | 3
inv_2 | 0 | 5
buf_8 | 0 | 3
o22ai_2 | 0 | 14
xnor2_1 | 6 | 3
xor2_2 | 3 | 6
ha_1 | 12 | 6
buf_12 | 0 | 10
nand2_1 | 4 | 4
ha_4 | 0 | 6
and2_4 | 1 | 4
inv_8 | 0 | 4
nor3_4 | 0 | 6
dlygate4sd2_1 | 0 | 9
and3_4 | 0 | 12
bufinv_16 | 0 | 3
xnor2_2 | 0 | 3
edfxtp_1 | 128 | 128
buf_4 | 2 | 47
xor2_1 | 11 | 7
dfrtp_1 | 44 | 41
a21oi_2 | 0 | 4
mux4_2 | 32 | 32
## power groups by stage
stage | Clock, mW | Sequential, mW | Combinational, mW
4_1_cts | 6.38 | 8.18 | 8.59
5_1_grt | 6.63 | 8.28 | 9.83
6_report | 6.29 | 8.17 | 9.17
## flip-flops by register name, summed over array words and instances (netlist names)
signal	flops
cleaner_inst.pulse_in_d	1
fifo.sync_rd_ptr_to_wr_1.q1	5
data_valid_clkb	1
fifo.mem	128
reset_sync.q2	1
fifo.sync_rd_ptr_to_wr_1.q2	5
sync_data_req.q2	1
fifo.sync_wr_ptr_to_rd_1.q1	5
sync_data_req.q1	1
fifo.dout	8
fifo.wr_ptr_bin	5
reset_sync.q1	1
fifo.rd_ptr_bin	5
fifo.sync_wr_ptr_to_rd_1.q2	5
## layer usage
metal,global-route usage,wire (um),part of all wire
met3,0.129,1730,0.13
met2,0.255,6060,0.45
met4,0.0301,166,0.012
met1,0.286,5590,0.41
met5,0,0,0
## repair_timing
item / CTS / global route
gates cloned: 1 / 0
pin swaps: 7 / 4
endpoints found under the setup margin: 157 / 148
setup buffers: 4 / 7
gates resized: 51 / 25
## stage by stage
| step | utilization | hold WS [ps] | instance area (um2) | std cells | setup TNS [ps] |
|---|---|---|---|---|---|
| global placement | 0.478 | 210 | 7610 | 598 | -103890 |
| floorplan | - | -55.6 | 6680 | 316 | -96900 |
| detailed placement | 0.478 | 215 | 7610 | 598 | -108110 |
| global route | 0.545 | 181 | 8690 | 642 | -115820 |
| finish | 0.545 | 182 | 8690 | 642 | -106380 |
| CTS | 0.536 | 170 | 8550 | 638 | -107790 |
No activity file was given, so power comes from the tool's default toggle rates.
